===== ./design.v =====
`timescale 1ns / 1ps
`default_nettype none
module updownBCDcounter #(parameter NDIG = 8) (
    input wire clk,
    input wire up, pause,
	 output wire [4*NDIG-1:0] value
	 );
	 genvar i;
	 logic [3:0] value_c [NDIG-1:0];
	 logic [NDIG-1:0] to;
	 updowncounterTo #(4, 9) count_  (clk, up, pause, 1, value_c[0], to[0]);
	 generate
		for (i = 1; i < NDIG; i++) begin: counter
			updowncounterTo #(4, 9) count  (.clk(clk), .up(up), .pause(pause), .enable(to[i-1]),.value(value_c[i]), .to(to[i]) );
		end
	 endgenerate
	 generate
		for (i = 0; i < NDIG; i++) begin: assign_
			assign value[4*i+3:4*i] = value_c[i];
		end
	 endgenerate
endmodule
`timescale 1ns / 1ps
`default_nettype none
module updowncounterTo #(parameter N = 4, T_O = 9)  (
	input wire clk, up, pause, enable,
	output reg [N-1:0] value = 0,
	output reg to = 0
	);
	reg[N-1:0] v_aux = 0;
	always @(posedge clk) begin
		if (enable) begin
			v_aux <= value;
			if (up && ~pause) begin
				if (value < T_O) begin
					value <= value + 1;
					to = 0;
				end
				else begin
					to <= 1;
					value <= 0;
				end
			end
			else if (~up && pause) begin
				value <= value;  
				to <= 0;
			end
			else if (~up && ~pause) begin
				if (value > 0) begin
					value <= value -1;
					to <= 0;
				end
				else begin
					value <= T_O;
					to <= 1;
				end
			end
			else begin
				value <= 0;  
				to <= 0;
			end
		end
		else begin
			value <= value;
			to <= 0;
		end
	end
endmodule

===== ./config.mk =====
export PLATFORM = sky130hd
export DESIGN_NAME = updownBCDcounter
export DESIGN_NICKNAME = updownBCDcounter
export VERILOG_FILES = /design/flow/design.v
export SDC_FILE = /design/flow/constraint.sdc
export NUM_CORES = 4
export LEC_CHECK = 1
export CORE_UTILIZATION = 40

===== ./run.sh =====
#!/bin/bash
# OpenROAD 26Q1-2900-gdf79404cd8, Yosys 0.63+post, stock flow scripts
make -C /OpenROAD-flow-scripts/flow DESIGN_CONFIG=/design/flow/config.mk WORK_HOME=/design/flow/orfs finish

===== ./constraint.sdc =====
current_design updownBCDcounter

set clk_period 1.9
set clk_io_pct 0.2

create_clock -name clk0 -period $clk_period [get_ports {clk}]

set non_clock_inputs [all_inputs -no_clocks]
set_input_delay [expr $clk_period * $clk_io_pct] -clock clk0 $non_clock_inputs
set_output_delay [expr $clk_period * $clk_io_pct] -clock clk0 [all_outputs]

==> impl_metrics.env <==
# physical design summary
export IMPL_status="finished, final reports clean"
export IMPL_synth_warnings=3
export IMPL_finalSetupViolCount=0
export IMPL_yosys_cells=304
export IMPL_largest_area_cell="edfxtp_1"
export IMPL_gp_congestion=0.846
export IMPL_drt_iter0_drc=113
export IMPL_fin_crit_sh=0.913
export IMPL_top_cells_by_area="edfxtp_1, ha_1, nor2_1, a21oi_1, dfxtp_1"
export IMPL_drtAntennaViolNets=0
export IMPL_syn_area_per_cell_um2=8.90
export IMPL_maxCapViolCount=0
export IMPL_required_ps=1520
export IMPL_relSlewSlack=0.746
export IMPL_async_flop_share=0
export IMPL_path_cells="clkdlybuf4s50_1"
export IMPL_grt_max_degree=15
export IMPL_clkSinkCount=39
export IMPL_static_leakage_power_uw=0.00139
export IMPL_clk_pin_slew_ps=80
export IMPL_powerDensity_mw_per_mm2=531
export IMPL_flop_cell="edfxtp_1"
export IMPL_fill_cells=571
export IMPL_dp_hpwl_mm=4.37
export IMPL_worst_path_buf_inv=1
export IMPL_setup_tns_ps=0
export IMPL_fp_utilization=0.421
export IMPL_path_max_fanout=9
export IMPL_drive_above_1_share=0.136
export IMPL_worst_slew_pin_slew_ps=380
export IMPL_yosys_area_mm2=0.00271
export IMPL_viasPerCell=5.28
export IMPL_fp_dieArea_mm2=0.00710
export IMPL_core_area_mm2=0.00642
export IMPL_drc_errors=0
export IMPL_warning_count=41
export IMPL_crit_family="flip-flops"
export IMPL_die_h_um=84.3
export IMPL_cts_tree="built"
export IMPL_rows=29
export IMPL_endpoint_kind="primary output"
export IMPL_min_path_type="flip-flop to flip-flop"
export IMPL_most_common_cell="nor2_1"
export IMPL_num_antenna_cells=0
export IMPL_ys_top_cells_by_count="nor2_1, edfxtp_1, a21oi_1"
export IMPL_r2r_setup_slack_ps=180
export IMPL_htreeDepth=2
export IMPL_drt_wirelength_per_cell_um=13.2
export IMPL_worstSetupPathType="flip-flop to primary output"
export IMPL_clock_fmax_mhz=576
export IMPL_routed_wl_mm=5.94
export IMPL_buffer_ports_inserted=34
export IMPL_synth_area_mm2=0.00271
export IMPL_finalMaxSlewViolations=0
export IMPL_antenna_found_initial=0
export IMPL_layout_min_cycle_time_ps=1740
export IMPL_cts_path_max_buffers=2
export IMPL_fp_dieW_um=84.3
export IMPL_vias=2381
export IMPL_crit_slowest_cell="edfxtp_1"
export IMPL_skew_ps=6.81
export IMPL_rsz0062_at_grt="no"
export IMPL_overflow=0
export IMPL_numSynthFlops=39
export IMPL_synthCells=304
export IMPL_root_buffer="clkbuf_8"
export IMPL_clk_latency_ps=290
export IMPL_area_growth_pct=27.6
export IMPL_yosysTopAreaCellShare=0.355
export IMPL_final_core_util=0.538
export IMPL_ios=35
export IMPL_first_global_vias=2101
export IMPL_ctsHoldBuffers=0
export IMPL_ir_drop_mv=0.252
export IMPL_edf_count=32
export IMPL_postSynthSeqShare=0.407
export IMPL_cts_buffers_inserted=5
export IMPL_arrival_ps=1360
export IMPL_max_stage_delay_ps=540
export IMPL_grt_pass1_wl_mm=10.3
export IMPL_drtPass1Iterations=23
export IMPL_hold_viol=0
export IMPL_groute_usage_overall=0.185
export IMPL_critPathLaunchType="flip-flop"
export IMPL_ys_types=36
==> worst register-to-register path, stage by stage, from the launching register on <==
cell and delay, ps:
edfxtp_1 400, inv_1 120, ha_1 200, or3b_4 410, nand2_1 100, a2bb2oi_1 160, mux2i_1 90
==> power by group <==
part / total [uW] / switching [uW] / internal [uW]
clock network: 563 / 311 / 252
logic: 283 / 134 / 149
registers: 987 / 31.9 / 955
total: 1830 / 477 / 1360
==> metrics by stage <==
step / total power (uW) / instances / area (um2) / hold WS, ps / setup WS [ps]
after floorplan: 1160 / 304 / 2710 / 452 / 140
after global placement: 1290 / 443 / 3360 / 460 / -86.2
after CTS: 1860 / 451 / 3440 / 470 / 53.1
after detailed placement: 1290 / 443 / 3360 / 461 / -112
final: 1830 / 451 / 3450 / 468 / 165
after global routing: 1950 / 451 / 3450 / 486 / 4.35
==> final cells by class <==
type / count / area (um2) / share of cell area
sequential: 39 / 1100 / 0.319
clock inverter: 3 / 15.0 / 0.00435
inverter: 24 / 90.1 / 0.0261
multi-input combinational: 231 / 1460 / 0.422
clock buffer: 5 / 68.8 / 0.0199
tap: 77 / 96.3 / 0.0279
timing repair buffer: 72 / 626 / 0.181
==> per-layer routing <==
| metal | GRT usage | share of wire | up-vias |
|---|---|---|---|
| li1 | - | - | 1239 |
| met1 | 0.309 | 0.50 | 1082 |
| met2 | 0.276 | 0.44 | 56 |
| met3 | 0.0329 | 0.048 | 4 |
| met4 | 0.0157 | 0.0087 | 0 |
| met5 | 0 | 0 | - |
==> layout by cell type, fill, tap and decap left out, drive strengths merged, types with 2 or more instances in the layout <==
cell	instances
nor2	46
buf	38
clkdlybuf4s50	34
edfxtp	32
a21oi	30
inv	24
ha	24
o21ai	21
nand2	17
nor3	16
nor3b	12
nand2b	10
a31oi	8
o211ai	8
and2	7
nand4b	7
dfxtp	7
a221oi	6
clkbuf	5
nor2b	3
and2b	3
clkinv	3
nand3	2
==> cells by family after synthesis <==
group | after synthesis | synth area share
buf+inv | 34 | 0.0601
mux | 1 | 0.00370
simple gates | 127 | 0.242
compound gates | 79 | 0.177
fa+ha+maj | 24 | 0.111
flops | 39 | 0.407
==> final timing paths <==
kind / cells past startpoint / from / to
setup / recovery: 1 / counter[7].count.value[3]$_DFFE_PP_ / value[31]
hold / removal: 1 / counter[3].count.to$_SDFF_PN0_ / counter[4].count.to$_SDFF_PN0_
setup reg to reg: 6 / counter[4].count.value[0]$_DFFE_PP_ / counter[4].count.value[2]$_DFFE_PP_
hold reg to reg: 1 / counter[3].count.to$_SDFF_PN0_ / counter[4].count.to$_SDFF_PN0_
==> what timing repair did <==
| item | 4_1_cts | 5_1_grt |
|---|---|---|
| endpoints found under the setup margin | 0 | 3 |
| setup buffers | 0 | 0 |
| gates resized | 0 | 3 |
==> sequential cells by signal, summed over array words and instances (netlist names) <==
name	flops
counter.count.value	28
count_.value	4
count_.to	1
counter.count.to	6
Power is estimated from default activity; no workload was simulated.
