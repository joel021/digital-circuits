<file path="/design/flow/config.mk">
export PLATFORM = sky130hd
export DESIGN_NAME = fsm
export DESIGN_NICKNAME = fsm
export VERILOG_FILES = /design/flow/design.v
export SDC_FILE = /design/flow/constraint.sdc
export NUM_CORES = 4
export LEC_CHECK = 1
export CORE_AREA = 10 10 70 70
export DIE_AREA = 0 0 80 80
</file>
<file path="/design/flow/run.sh">
#!/bin/bash
# OpenROAD 26Q1-2900-gdf79404cd8, Yosys 0.63+post, stock flow scripts
make -C /OpenROAD-flow-scripts/flow DESIGN_CONFIG=/design/flow/config.mk WORK_HOME=/design/flow/orfs finish
</file>
<file path="/design/flow/design.v">
`timescale 1ns / 1ps
`default_nettype none
module fsm(
    input wire clk,
    input wire [2:0] key,         
    output logic up, pause     
    );
   enum { CountingUp, CountingDown, PausingUp, PausingDown, ResumingUp, ResumingDown, PausedUp, PausedDown} state, next_state;
   always @(posedge clk)
      state <= next_state;
    always @(*)     
      case (state)
            CountingUp: next_state <= (~key[2]) ? PausingUp : 
							(~key[1]) ? CountingDown : CountingUp;
            PausingUp: next_state <= (key[2]) ? PausedUp : PausingUp;  
				CountingDown: next_state <= (~key[2]) ? PausingDown :
								(~key[0]) ? CountingUp : CountingDown;
				PausingDown: next_state <= (~key[2]) ? PausingDown : PausedDown;
				PausedDown: next_state <= (~key[2]) ? ResumingDown :
												(~key[0]) ? PausedUp : PausedDown;
				ResumingDown: next_state <= (~key[2]) ? ResumingDown : CountingDown;
				ResumingUp: next_state <= (~key[2]) ? ResumingUp : CountingUp;
				PausedUp: next_state <= (~key[1]) ? PausedDown : 
												(~key[2]) ? ResumingUp : PausedUp;
            default: next_state <= CountingUp;
      endcase
    always @(*)     
      case (state)
            CountingUp: {up,pause} <= 2'b10;
            PausingUp: {up,pause} <= 2'b01;
            PausedUp: {up,pause} <= 2'b01;
				ResumingUp: {up,pause} <= 2'b10;
				CountingDown: {up,pause} <= 2'b00;
				ResumingDown: {up,pause} <= 2'b00;
				PausingDown: {up,pause} <= 2'b01;
				PausedDown: {up,pause} <= 2'b01;
           default: {up,pause} <= 2'b10;
      endcase
endmodule
</file>
<file path="/design/flow/constraint.sdc">
current_design fsm

set clk_period 2.6
set clk_io_pct 0.2

create_clock -name clk0 -period $clk_period [get_ports {clk}]

set non_clock_inputs [all_inputs -no_clocks]
set_input_delay [expr $clk_period * $clk_io_pct] -clock clk0 $non_clock_inputs
set_output_delay [expr $clk_period * $clk_io_pct] -clock clk0 [all_outputs]
</file>
==> qor.yml <==
run_status:
  status: "finished, final reports clean"
floorplanning:
  initial_core_util_pct: 5.60
  core.rowCount: 21
  die_h_um: 80
  core_area_um2: 3420
  die-width_um: 80
  dieArea_um2: 6400
  ios: 6
detailed_routing:
  post_drt_wl_per_cell_um: 6.26
  drtIter0Drc: 17
  drc: 0
  routed_wl_um: 463
  vias: 184
  vias_per_cell: 2.49
  antennaDiodeCount: 0
  dr.pass1.iters: 2
  postRouteAntennaNets: 0
cts:
  post_cts_buffers: 0
  htreeDepth: 1
  hold_buffers: 0
  path_clk_slew_ns: 0.04
  cts-root-buf: "clkbuf_4"
  cts_buffers: 3
  clock_latency_ns: 0.23
  cts_tree: "done"
  cts.sinks: 4
  cts_resized: 0
  clk_path_buf_depth: 2
setup_path:
  rr_startpoint: "state[2]$_DFF_P_"
  rr_worst_depth: 3
  r2r_slack_ns: 1.57
  path_depth: 1
  worstSetupStartpoint: "state[1]$_DFF_P_"
  startpoint_type: "flop"
  crit_end: "pause"
  arrival_ns: 1.18
  crit_buf_inv: 1
  cp-end-kind: "primary output"
  path_cells: "clkdlybuf4s50_1"
  cp_max_fo: 9
  critPathKind: "flop to primary output"
  worstPathRequired_ns: 2.08
  rr_endpoint: "state[0]$_DFF_P_"
  cpPeakStageDelay_ns: 0.52
  path_delay_family: "buffers and inverters"
  crit_slowest_cell: "clkdlybuf4s50_1"
synth:
  ys_top_cells_by_count: "dfxtp_1 (4), nand2b_1 (3), nand2_1 (2), o21ai_0 (2)"
  ys_warn_count: 1
  syn_inst: 20
  top_cells_by_area: "dfxtp_1 (42%), nand2b_1 (9.8%), mux2_2 (5.9%)"
  ys_cells: 20
  numSynthFlops: 4
  yosys.area.top_type_share_pct: 41.8
  yosys_area_um2: 191
  synth-async-reset-ratio_pct: 0
  yosys.cell_types.count: 13
  synth_seq_share_pct: 41.8
  synth_area_um2: 191
  synth-edff-count: 0
  yosysMostFrequentCell: "dfxtp_1"
  top_area_cell: "dfxtp_1"
  syn_avg_cell_area_um2: 9.57
  synthFlopType: "dfxtp_1"
cells_and_area:
  drive_above_1_share_pct: 17.9
  syn2layout_area_growth_pct: 68.0
pwr:
  max-vdd-ir-drop_mv: 0.137
  leakagePower_nw: 0.101
  power_uw: 318
  p_per_area_nw_per_um2: 988
global_routing:
  grt_pass1_vias: 194
  grt_max_degree: 10
  grt_pass1_wl_um: 834
  grt_use_total_pct: 1.62
  antenna_found_initial: 0
  grt-ovfl-total: 0
sta:
  max_slew_margin_pct: 80.7
  min_period_over_period_pct: 65.5
  skew_ns: 0.00409
  finalSetupViolCount: 0
  fin_tns_setup_ns: 0
  tightest_slew_ns: 0.289
  finalCriticalPeriod_ns: 1.70
  final_max_slew_viol_count: 0
  hold_violations: 0
  fmax_mhz: 588
  rsz0062_at_grt: "false"
placement:
  place_congestion: 0.684
  io_buffers: 5
hold_path:
  hold_class: "flop to flop"
  hold_depth: 1
flow_run:
  max_cap_viol_count: 0
  warnings: 25
==> cell usage in the layout, fill, tap and decap left out <==
master | Yosys | routed
nand2_1 | 2 | 2
nand2b_1 | 3 | 3
clkdlybuf4s50_1 | 0 | 5
a22o_1 | 1 | 1
dfxtp_1 | 4 | 4
clkbuf_4 | 0 | 3
o21ai_0 | 2 | 2
o31ai_1 | 1 | 1
nand4bb_1 | 1 | 1
o21ai_1 | 1 | 1
nand4b_1 | 1 | 1
mux2_2 | 1 | 1
a21oi_2 | 1 | 1
nor2_1 | 1 | 1
o32a_1 | 1 | 1
==> report_power, final <==
group | internal (mW) | switching [mW]
clock network | 0.0514 | 0.0227
logic | 0.0750 | 0.0305
registers | 0.0935 | 0.0447
==> how the worst min path moves through the flow <==
| stage | start | end | slack [ns] |
|---|---|---|---|
| 4_1_cts | state[0]$_DFF_P_ | up$_SDFF_PP0_ | 0.55 |
| 5_1_grt | state[0]$_DFF_P_ | up$_SDFF_PP0_ | 0.60 |
| 6_report | state[0]$_DFF_P_ | up$_SDFF_PP0_ | 0.55 |
==> metal layers <==
metal	vias to the layer above	GRT usage (%)	routed length, um
li1	94	-	-
met1	87	1.26	161
met2	3	2.81	262
met3	0	1.36	38
met4	0	0.704	0
met5	-	0	0
==> cells by family after synthesis <==
| family | Yosys count | synth area share (%) |
|---|---|---|
| compound gates | 7 | 26.1 |
| flops | 4 | 41.8 |
| mux | 1 | 5.88 |
| simple gates | 8 | 26.1 |
==> registers in the layout, summed over array words and instances, names as in the netlist <==
name,count
state,3
up,1
==> per-stage QoR <==
step	util (%)	instance area, um2	instances	hold slack (ns)	setup slack (ns)
floorplan	-	191	20	0.485	1.61
global placement	8.75	299	71	0.537	0.939
detailed placement	8.75	299	71	0.538	0.921
CTS	9.41	322	74	0.545	0.874
global route	9.41	322	74	0.597	0.805
finish	9.41	322	74	0.549	0.898
==> layout make-up <==
cell class                      instances  area (um2)
Multi-Input combinational cell         16         111
Timing Repair Buffer                    5        50.0
Clock buffer                            3        22.5
Fill cell                             410        3090
Sequential cell                         4        80.1
Tap cell                               46        57.6
Power and IR drop assume default switching activity.
