## design/flow/run.sh

```bash
#!/bin/bash
# OpenROAD 26Q1-2900-gdf79404cd8, Yosys 0.63+post, stock flow scripts
make -C /OpenROAD-flow-scripts/flow DESIGN_CONFIG=/design/flow/config.mk WORK_HOME=/design/flow/orfs finish
```

## design/flow/config.mk

```make
export PLATFORM = sky130hd
export DESIGN_NAME = io_demo
export DESIGN_NICKNAME = io_demo
export VERILOG_FILES = /design/flow/design.v
export SDC_FILE = /design/flow/constraint.sdc
export NUM_CORES = 4
export LEC_CHECK = 1
export CORE_UTILIZATION = 50
```

## design/flow/constraint.sdc

```tcl
current_design io_demo

set clk_period 8.6
set clk_io_pct 0.2

create_clock -name clk0 -period $clk_period [get_ports {CLOCK_50}]

set non_clock_inputs [all_inputs -no_clocks]
set_input_delay [expr $clk_period * $clk_io_pct] -clock clk0 $non_clock_inputs
set_output_delay [expr $clk_period * $clk_io_pct] -clock clk0 [all_outputs]
```

## design/flow/design.v

```verilog
`timescale 1ns / 1ps
`default_nettype none
module io_demo
	(
	input 	wire 			CLOCK_50,  
	input	 	wire [3:0]	KEY,  
	input	 	wire 	 		PS2_CLK,  
	input	 	wire 	 		PS2_DAT,  
	output 	wire [8:0]  LEDG  
);
	wire [31:0] keyb_char;
	keyboard keyb (.clock(CLOCK_50), .ps2_clk(PS2_CLK), .ps2_data(PS2_DAT), .keyb_char(keyb_char));  
	assign LEDG[0] = (keyb_char == 8'b01000001) ? 1 : 0;  
	assign LEDG[1] = (keyb_char == 8'b01000010) ? 1 : 0;
	assign LEDG[2] = (keyb_char == 8'b01000011) ? 1 : 0;
	assign LEDG[3] = (keyb_char == 8'b01000100) ? 1 : 0;
	assign LEDG[4] = (keyb_char == 8'b01000101) ? 1 : 0;
	assign LEDG[5] = (keyb_char == 8'b01000110) ? 1 : 0;
	assign LEDG[6] = (keyb_char == 8'b01000111) ? 1 : 0;
	assign LEDG[7] = (keyb_char == 8'b01001000) ? 1 : 0;  
endmodule
`timescale 1ns / 1ps
`default_nettype none
module keyboard(
   input wire clock,
   input wire ps2_clk,
   input wire ps2_data,  
   output logic [31:0] keyb_char
   );
   logic [31:0] temp_char = 0;
   logic [9:0]  bits = 0;
   logic [3:0]  count = 0;
   logic [1:0]  ps2_clk_prev2 = 2'b11;
   logic [19:0] timeout = 0;
   always @(posedge clock)
      ps2_clk_prev2 <= {ps2_clk_prev2[0], ps2_clk};
   always @(posedge clock)
   begin
      if((count == 11) || (timeout[19] == 1))
      begin
         count <= 0;
         if((temp_char[7:0] == 8'hE0) || (temp_char[7:0] == 8'hF0)) begin       
            temp_char[31:0] <= {temp_char[23:0], bits[7:0]};                    
            if((bits[7:0] != 8'hE0) && (bits[7:0] != 8'hF0))                    
               keyb_char <= {temp_char[23:0], bits[7:0]};                       
         end
         else begin                                                             
            temp_char[31:0] <= {24'b0, bits[7:0]};                              
            if((bits[7:0] != 8'hE0) && (bits[7:0] != 8'hF0))                    
               keyb_char <= {24'b0, bits[7:0]};                                 
         end
      end
      else
      begin
         if(ps2_clk_prev2 == 2'b10)  
         begin
            count <= count + 1;
            bits <= {ps2_data, bits[9:1]};
         end
      end
   end
   always @(posedge clock)
      timeout <= (count != 0) ? timeout + 1 : 0;  
endmodule
```

==> results.sh <==
# physical design summary
export IMPL_cts_resized=0
export IMPL_r2r_slack_ps=6530
export IMPL_layout_drive_gt1_share_pct=10.5
export IMPL_postCtsSetupRepairBufs=0
export IMPL_cts_tree="built"
export IMPL_p_leak_nw=1.26
export IMPL_cp_start_kind="register"
export IMPL_antenna_found_initial=0
export IMPL_mux_share_pct=0.293
export IMPL_cp_end_kind="output port"
export IMPL_logic_family="simple AND/OR/NAND/NOR gates"
export IMPL_ys_warn_count=2
export IMPL_antennaDiodeCount=0
export IMPL_maxCapViolations=0
export IMPL_hold_path_cell_count=0
export IMPL_ctsHtreeMaxLevel=3
export IMPL_regArea_um2=2500
export IMPL_chip_area_um2=7160
export IMPL_vias=1832
export IMPL_num_io_pins=16
export IMPL_status="completed"
export IMPL_place_gp_congestion=0.746
export IMPL_pre_cts_ws_ps=4860
export IMPL_yosys_cells=241
export IMPL_cts_made_buffers=9
export IMPL_drt_first_pass_iters=6
export IMPL_place_inst=337
export IMPL_ys_flops=92
export IMPL_relSlewSlack_pct=47.1
export IMPL_edf_count=66
export IMPL_p_sw_share_pct=25.5
export IMPL_worstHoldPathType="register to register"
export IMPL_drt_initial_drc_count=84
export IMPL_routed_wl_um=4610
export IMPL_rr_startpoint="keyb.count[0]"
export IMPL_finalHoldViolCount=0
export IMPL_rsz0062_at_grt="false"
export IMPL_peakVddDrop_mv=0.193
export IMPL_cellInternalPower_w=0.000674
export IMPL_num_rows=29
export IMPL_clkTransAtPathRegs_ps=80
export IMPL_initial_utilization_pct=52.9
export IMPL_grt_overflow=0
export IMPL_grt_pass1_vias=1753
export IMPL_ys_async_sr_fraction_pct=0
export IMPL_io_buffer_count=10
export IMPL_logic_area_um2=922
export IMPL_clockPowerShare_pct=28.1
export IMPL_hold_path_startpoint="keyb.ps2_clk_prev2[0]"
export IMPL_netlist_area_um2=3410
export IMPL_grt_max_degree=30
export IMPL_worstHoldEndpoint="keyb.ps2_clk_prev2[1]"
export IMPL_syn2layout_area_growth_pct=12.6
export IMPL_r2r_cells=5
export IMPL_tns_ps=0
export IMPL_fp_dieW_um=84.6
export IMPL_switching_power_w=0.000231
export IMPL_die_height_um=84.6
export IMPL_post_synth_cell_area_avg_um2=14.2
export IMPL_worstPathRequired_ps=6880
export IMPL_ys_seq_share_pct=73.3
export IMPL_pwr_share_seq_pct=61.3
export IMPL_worst_path_max_fanout=4
export IMPL_tightest_slew_ps=793
export IMPL_fin_crit_sh_pct=47.6
export IMPL_clock_path_buffers=2
export IMPL_drc=0
export IMPL_finClkSkew_ps=7.73
export IMPL_setup_ws_ps=4510
export IMPL_fin_util_pct=59.5
export IMPL_slew_viol_final=0
export IMPL_cts_hold_buf=0
export IMPL_dp_hpwl_um=2950
export IMPL_powerDensity_nw_per_um2=236
export IMPL_xor_share_pct=3.59
export IMPL_core_area_um2=6460
export IMPL_synthSimpleGateAreaFrac_pct=18.1
export IMPL_vias_per_cell=5.19
export IMPL_crit_type="register to output port"
export IMPL_track_usage_pct=15.0
export IMPL_dominantRegCellSynth="edfxtp_1"
export IMPL_whs_ps=355
export IMPL_fin_crit_ps=4090
export IMPL_timing_fmax_mhz=244
export IMPL_grt_pass1_wl_um=7950
export IMPL_final_cell_count_no_fill=353
export IMPL_clock_latency_late_pin_ps=340
export IMPL_clock_sinks=92
export IMPL_synth_distinct_cells=37
export IMPL_syn_instance_count=241
export IMPL_wire_per_inst_um=13.1
export IMPL_setup_violations=0
export IMPL_ys_area_um2=3410
export IMPL_ys_sh_aoi_pct=2.64
export IMPL_fill_cells=503
export IMPL_ant_nets=0
export IMPL_adder_share_pct=1.10
export IMPL_warnings=30
export IMPL_power_frac_comb_pct=10.5
export IMPL_timing_rr_end="keyb.keyb_char[17]"
export IMPL_worstPathArrival_ps=2370
export IMPL_cts_root_buffer="clkbuf_8"
==> metrics by stage <==
stage               total power [W]  instance area, µm²
CTS                        0.000917                3840
global placement           0.000660                3670
finish                     0.000905                3840
floorplan                  0.000633                3440
global route               0.000955                3840
detailed placement         0.000663                3670
==> kinds of logic after synthesis <==
kind of cell             count (synthesis)
AND/OR/NAND/NOR                        108
flip-flops                              92
AND-OR/OR-AND                           15
XOR/XNOR                                14
buffers and inverters                    7
adder cells (fa/ha/maj)                  3
other                                    1
multiplexers                             1
==> layout by cell type, fill, tap and decap left out, types with 7 or more instances in the layout <==
cell,netlist,final
a21oi_1,7,7
nor2_1,26,26
dfxtp_1,26,26
nor4_1,11,10
conb_1,1,9
xnor2_1,10,10
and2_1,18,18
nand2_1,13,13
edfxtp_1,66,66
clkdlybuf4s50_1,0,10
clkbuf_8,0,10
==> layer usage <==
layer | GRT usage, % | up-vias | wire length, µm
met5 | 0 | - | 0
met4 | 2.93 | 0 | 82
met3 | 2.79 | 7 | 115
met2 | 23.2 | 21 | 2180
met1 | 25.9 | 863 | 2230
li1 | - | 941 | -
==> Yosys cell counts (2+ instances only) <==
library cell	number	area, µm²
a21oi_1	7	35.0
and2_1	18	113
clkbuf_1	2	7.51
dfxtp_1	26	521
edfxtp_1	66	1980
ha_1	3	37.5
inv_1	4	15.0
nand2_1	13	48.8
nand3_1	6	30.0
nand3b_1	2	15.0
nand4_1	5	31.3
nand4b_1	2	17.5
nor2_1	26	97.6
nor2b_1	2	12.5
nor3_1	6	30.0
nor4_1	11	68.8
nor4b_1	2	17.5
o21ai_0	4	20.0
or3_1	2	12.5
or3_2	2	15.0
or4_1	4	30.0
xnor2_1	10	87.6
xor2_1	4	35.0
==> registers in the layout (all words and copies together), names as in the netlist <==
register,cells
keyb.keyb_char,32
keyb.temp_char,24
keyb.count,4
keyb.bits,10
keyb.ps2_clk_prev2,2
keyb.timeout,20
==> layout make-up <==
type	count	share of cell area, %
inverters	4	0.391
multi-input cells	150	24.0
well taps	77	2.51
clock buffers	11	3.68
repair buffers	14	3.39
clock inverters	5	0.944
flip-flops and latches	92	65.1
==> worst max path at each step <==
stage / start / to / slack [ps] / cells after the start
after global routing: keyb.keyb_char[12] / LEDG[5] / 4250 / 5
final: keyb.keyb_char[12] / LEDG[5] / 4510 / 5
after CTS: keyb.keyb_char[12] / LEDG[2] / 4470 / 5
==> critical path, cell delays in order, from the launching register on <==
cell	delay, ps
edfxtp_1	380
or4_1	550
nor3_1	360
nand2_1	120
nor3_1	140
clkdlybuf4s50_1	490
==> power by group through the flow <==
stage	clock [W]	combinational (W)	sequential (W)
after CTS	0.000264	0.0000969	0.000556
after global routing	0.000281	0.000111	0.000562
final	0.000255	0.0000954	0.000555
Power figures rest on the tool's default switching activity, not on a simulated workload.
